`design/flow/run.sh`:
```
#!/bin/bash
# OpenROAD 26Q1-2900-gdf79404cd8, Yosys 0.63+post, stock flow scripts
make -C /OpenROAD-flow-scripts/flow DESIGN_CONFIG=/design/flow/config.mk WORK_HOME=/design/flow/orfs finish
```
`design/flow/config.mk`:
```
export PLATFORM = sky130hd
export DESIGN_NAME = converter_onehot_bin
export DESIGN_NICKNAME = converter_onehot_bin
export VERILOG_FILES = /design/flow/design.v
export SDC_FILE = /design/flow/constraint.sdc
export NUM_CORES = 4
export LEC_CHECK = 1
export CORE_AREA = 10 10 70 70
export DIE_AREA = 0 0 80 80
```
`design/flow/constraint.sdc`:
```
current_design converter_onehot_bin

set clk_period 2.7
set clk_io_pct 0.2

create_clock -name clk0 -period $clk_period

set non_clock_inputs [all_inputs -no_clocks]
set_input_delay [expr $clk_period * $clk_io_pct] -clock clk0 $non_clock_inputs
set_output_delay [expr $clk_period * $clk_io_pct] -clock clk0 [all_outputs]
```
`design/flow/design.v`:
```
module converter_onehot_bin #(
    parameter WIDTH = 16
) (
    input       [WIDTH-1:0]         onehot_in,
    output  reg [$clog2(WIDTH)-1:0] bin_out
);
    integer i;
    always @* begin
        bin_out = {($clog2(WIDTH)){1'b0}};
        for (i = WIDTH-1; i >= 0; i = i-1) begin
            if (onehot_in[i])
                bin_out = i;
        end
    end
endmodule
```
==> metrics.log <==
[metrics] run summary
[metrics] Hold/Removal Path Class: in2out
[metrics] kind of critical path: in2out
[metrics] Fin. Hold Viols: 0
[metrics] Cell Count, Final, Fillers Out: 98
[metrics] Starting DRT DRC Count: 25
[metrics] num rows: 21
[metrics] instance area after placement: 444 um^2
[metrics] clock buf count: 0
[metrics] Init Core Util: 0.0524
[metrics] critical path arrival: 2.11 ns
[metrics] overall via count from detail_route: ~310
[metrics] commonest non-fill, non-tap cells in the layout: clkdlybuf4s50_1, nor2_1, a21oi_1, nand2_1, inv_1
[metrics] ratio of routed vias to standard cells: 3.13
[metrics] Slew HR: 0.830
[metrics] total routing usage reported by global routing: 0.0233
[metrics] crit path max fanout: 4
[metrics] PostCTS Resize Cnt: 0
[metrics] highest ir drop seen on vdd: about 0.000016 V
[metrics] die y size: roughly 80 um
[metrics] Core Box Area: 3420 um^2
[metrics] initial antenna violation count: 0
[metrics] Ant. Diodes: 0
[metrics] Cell Area, Synth: between 150 and 200 um^2
[metrics] post-detailed-route wirelength per cell: 9.09 um
[metrics] number of standard cells reported by yosys: 31
[metrics] via count of the first global-routing pass: roughly 270
[metrics] count of boundary I/O pins: 20
[metrics] share of power burned in the clock network: 0
[metrics] worst stage delay on the critical path: 0.52 ns
[metrics] power share of the sequential group: 0
[metrics] sort of element at the end of the critical path: primary output
[metrics] sum of negative setup slack: 0 ns
[metrics] most used cell, CP: clkdlybuf4s50_1
[metrics] measured slew at the worst slew-check pin: 0.252 ns
[metrics] PD cells: 117 nW/um^2
[metrics] type of origin of the critical path: primary input
[metrics] final worst-path cycle share: 0.980
[metrics] combined buffer and inverter count along the critical path: 2
[metrics] pin count of the biggest net entering global routing: 5
[metrics] average size of a mapped cell: 5.77 um^2
[metrics] number of buffers added on ports: 20
[metrics] Reg area: 0 um^2
[metrics] cell internal pwr: 32.7 uW
[metrics] cell family contributing the most delay on the critical path: buffers and inverters
[metrics] total grt overflow: 0
[metrics] drt first pass iters: 4
[metrics] Synthesis Warnings: 1
[metrics] Sw Ratio: 0.397
[metrics] status: finished, final reports clean
[metrics] cts-stage hold buffer count: 0
[metrics] distinct lib cells: 15
[metrics] final slew viol count: 0
[metrics] summed standard-cell area reported by yosys: 179 um^2
[metrics] number of cells produced by synthesis: 31
[metrics] CP max stage cell: clkdlybuf4s50_1
[metrics] Post CTS Setup Buffer Count: 0
[metrics] Yosys top cell by area: nor2_1
[metrics] share of the synthesized area in the top cell type: 0.147
[metrics] share of the yosys chip area belonging to registers: 0
[metrics] P&R area growth vs syn: 158%
[metrics] global-route wire length before repair: roughly 1.3 mm
[metrics] Seq cells: 0
[metrics] Finished Cell Area: 462 um^2
[metrics] detailed-route DRC error count: 0
[metrics] highest clock rate: 0.378 GHz
[metrics] number of placed instances, taps included: 98
[metrics] cell breakdown of the critical path: clkdlybuf4s50_1, a21oi_1, o311a_1, o22ai_2, clkdlybuf4s50_1
[metrics] top cells by area: nor2_1, nor4_4, a21oi_1
[metrics] ratio of cells with drive above 1 in the final layout: 0.0769
[metrics] Horiz. Die Dim: 80 um
[metrics] Max Cap Viol: 0
[metrics] clock period minus final worst setup slack: 2.65 ns
[metrics] Switch Pwr: 21.5 uW
[metrics] most common cell after layout, fill and taps aside: clkdlybuf4s50_1
[metrics] final setup violation count: 0
[metrics] routed wire length: approximately 890 um
[metrics] static leakage: 0.000157 uW
[metrics] number of warning messages in the logs: 32
[metrics] post-route ant nets: 0
[metrics] portion of total power attributed to combinational logic: 1.000
[metrics] RePlAce Congestion: 0.770
[metrics] filler cell count in the final layout: 398
[metrics] worst path required time: approximately 2.2 ns
[metrics] area of the chip: 6400 um^2
[worst paths after layout]
| path | cells past startpoint | to | slack (ns) | from |
|---|---|---|---|---|
| hold / removal | 4 | bin_out[3] | 1.85 | onehot_in[15] |
| setup / recovery | 5 | bin_out[0] | 0.05 | onehot_in[13] |
[synth_stat cells (all sizes together)]
cell type	count
nand2b	1
nand2	3
a31oi	2
nor4	2
nor2	7
a21oi	4
o41ai	1
nand3	2
o31ai	1
o22ai	1
inv	3
nor3	2
o311a	1
o21ai	1
[per-layer routing]
layer	routed length, um	GRT usage	up-vias
met5	0	0	-
met4	0	0	0
met3	55	0.00341	0
met2	429	0.0393	10
met1	407	0.0323	136
li1	-	-	161
[area by class of cell]
| type | instances | area [um^2] | area share |
|---|---|---|---|
| timing repair buffer | 21 | 210 | 0.455 |
| multi-input combinational | 28 | 183 | 0.396 |
| tap | 46 | 57.6 | 0.125 |
| inverter | 3 | 11.3 | 0.0244 |
[cells by family (layout without fill, tap and decap cells)]
group                  after synthesis  count (layout)  share of synthesized area
and+or+nand+nor                     17              17                      0.545
AOI/OAI and AO/OA                   11              11                      0.392
buffers and inverters                3              24                     0.0629
[power by group through the flow]
stage | clock network (uW) | logic [uW] | registers [uW]
after CTS | 0 | 52.1 | 0
after global routing | 0 | 58.9 | 0
final | 0 | 54.1 | 0
[through the flow]
step,utilization,setup WS [ns],total power [uW],hold slack [ns]
6_report,0.135,0.0545,54.1,1.85
5_1_grt,0.135,-0.00899,58.9,1.89
4_1_cts,0.130,0.0307,52.1,2.09
3_5_place_dp,0.130,0.0331,51.8,2.09
3_3_place_gp,0.130,0.0591,51.3,2.08
2_1_floorplan,-,1.15,11.7,1.11
No activity file was given, so power comes from the tool's default toggle rates.
