<file path="./design.v">
module fifo #(
    parameter AWIDTH = 5,
    parameter DWIDTH = 8
) (
    input   wire                 clk, 
    input   wire                 rst, 
    input   wire                 wr_en, 
    input   wire                 rd_en,
    input   wire [DWIDTH-1:0]    data_in,
    output  wire                 full, 
    output  wire                 empty, 
    output  reg  [DWIDTH-1:0]    data_out
);
    localparam DEPTH = 2 ** AWIDTH;
    reg [DWIDTH-1:0]    memory [0:DEPTH-1];  
    reg [AWIDTH-1:0]    wptr;                
    reg [AWIDTH-1:0]    rptr;                
    reg                 wrote;               
    always @(posedge clk or posedge rst) begin
        if(rst) begin    
            wptr  <= {(AWIDTH){1'b0}};  
            rptr  <= {(AWIDTH){1'b0}};
            wrote <= 1'b0;
        end else begin
            if (rd_en && !empty) begin
                data_out <= memory[rptr];    
                rptr     <= rptr + 1'b1;     
                wrote    <= 1'b0;            
            end
            if (wr_en && !full) begin
                memory[wptr] <= data_in;         
                wptr         <= wptr + 1'b1;     
                wrote        <= 1'b1;            
            end
        end
    end
    assign empty = (wptr == rptr) && !wrote;  
    assign full  = (wptr == rptr) && wrote;   
endmodule
</file>
<file path="./run.sh">
#!/bin/bash
# OpenROAD 26Q1-2900-gdf79404cd8, Yosys 0.63+post, stock flow scripts
make -C /OpenROAD-flow-scripts/flow DESIGN_CONFIG=/design/flow/config.mk WORK_HOME=/design/flow/orfs finish
</file>
<file path="./config.mk">
export PLATFORM = sky130hd
export DESIGN_NAME = fifo
export DESIGN_NICKNAME = fifo
export VERILOG_FILES = /design/flow/design.v
export SDC_FILE = /design/flow/constraint.sdc
export NUM_CORES = 4
export LEC_CHECK = 1
export CORE_UTILIZATION = 50
</file>
<file path="./constraint.sdc">
current_design fifo

set clk_period 4.4
set clk_io_pct 0.2

create_clock -name clk0 -period $clk_period [get_ports {clk}]

set non_clock_inputs [all_inputs -no_clocks]
set_input_delay [expr $clk_period * $clk_io_pct] -clock clk0 $non_clock_inputs
set_output_delay [expr $clk_period * $clk_io_pct] -clock clk0 [all_outputs]
</file>
==> Changelog: implementation <==
### Physical design

* Met2 WL post-DR at 16900 µm
* Top Layout Cells: 264 x edfxtp_1, 51 x nor2_1, 39 x a22oi_1
* Vias in the first global route at 7520
* Die Size at 23300 µm²
* Final setup viols at 0
* WP data arrival at 2.76 ns
* Maximum VDD drop at 0.462 mV
* RSZ-0062 raised after global routing: no
* Synth Seq Share at 72.2%
* Critical-path cell list: xor2_1, nor3_1, nand2_1, nor2_1, clkdlybuf4s50_1
* Via count at 7240
* Gpl congestion at 1.07
* Async SR Flop Fraction at 4.00%
* Drt total wl at 37900 µm
* CTS tree: built
* TritonRoute pass-1 iters at 19
* GRT Total Usage at 37.0%
* Syn avg cell area at 15.5 µm²
* Crit. End Element: output pin
* Unique cell types at 72
* Most frequent logic cell in the layout: edfxtp_1
* CTS Hold Bufs at 0
* Final Hold Vio Count at 0
* Fmax at 0.275 GHz
* Sequential Area at 8210 µm²
* DRC Markers at 0
* Leakage at 4.13 nW
* First-pass GRT wire length at 54000 µm
* TritonCTS Buffers at 28
* HPWL Detailed at 25400 µm
* Largest stage delay on the critical path at 0.75 ns
* Final period util at 82.8%
* Post-CTS setup buffer count at 0
* Fill cells at 1691
* Worst-Margin Slew at 0.904 ns
* Slew margin rel. at 39.5%
* Largest type area fraction at 69.8%
* Floorplan core density at 51.6%
* Post-route cell area at 12700 µm²
* Combinational Area at 2810 µm²
* Die W at 153 µm
* Dpl cells at 1016
* Main flop type: edfxtp_1
* CTS Sinks at 275
* Status: finished clean
* Largest net degree at the start of global routing at 47
* Routed length per instance at 35.5 µm
* Kind of critical path: register to output pin
* MaxCap Viol Count at 0
* Yosys stat cell total at 735
* Slowest cell on crit path: dfrtp_2
* Sw frac at 35.9%
* Met3 wire length at 5700 µm
* Worst-skew pair later-pin latency at 0.55 ns
* IO Pins at 22
* Post-CTS Resized at 0
* Grt total ovfl at 0
* Top cell type by total area after synthesis: edfxtp_1
* Highest Signal Layer: met4
* H-tree levels at 1
* Yosys reg bits at 275
* Tool warnings at 33
* Cell area leaders: edfxtp_1 70%, a22oi_1 2.6%, dfrtp_1 2.4%
* CP required at 3.52 ns
* Max-slew violations at 0
* Part of the power in the clock network at 28.4%
* Layout cells sized above 1 at 12.9%
* Crit path max fanout at 23
* Met1 wire length at 14000 µm
* Tally of non-filler cells in the final layout at 1068
* Hold crit path type: register to register
* NetSw at 2.96 mW
* Tmin final at 3.64 ns
* Final Core Density at 57.8%
* Port bufs at 21
* Part of the power in combinational logic at 31.4%
* Via density at 6.78
* DP Area at 11800 µm²
* EDFF count, synth at 264
* Final setup TNS at 0 ns
* WP buf/inv at 1
* P_int at 5.28 mW
* Pwr Total at 8.24 mW
* DRT iter0 DRCs at 735
* Core ar. at 22000 µm²
* Ant diodes at 0
* Row count at 54
* Initial antenna violation count at 0
* Area Growth Syn to Fin at 12.2%
* Layout Skew at 0.00938 ns
* Mapped cell area at 11400 µm²
* Sequential Power Share at 40.2%
* YS chip area at 11400 µm²
* ANT nets after route at 0
* Die height at 153 µm
* Pwr dens at 647 nW/µm²
* Family with the most delay on the worst path: simple AND/OR/NAND/NOR gates
* Gate Count Post-Synth at 735
* Synth warnings at 2
* Root buffer cell: clkbuf_16
* CP Launch Type: register
* Reg clk slew, reported paths at 0.06 ns
* Clock buffer depth at 3
==> cell usage after synthesis, types with 7 or more instances <==
cell type,count
a21oi_1,7
nor2_1,51
inv_1,11
a31oi_1,11
mux2_2,20
nand4_1,11
buf_6,11
a22o_1,7
edfxtp_1,264
ha_1,12
a22oi_1,39
a32oi_1,11
dfrtp_1,11
o21ai_0,13
nor3_1,13
mux2i_1,17
o22ai_1,8
nand2_1,33
buf_2,17
nor2b_1,12
nand3_1,36
clkbuf_1,12
==> worst reg2reg max path, cell delays in order (launching register included) <==
cell and delay (ns):
dfrtp_2 0.86, xor2_1 0.20, nor2_1 0.11, a311oi_2 0.45
or3b_1 0.69, nor2_1 0.65
==> path summary, 6_finish.rpt <==
check | from | end | slack [ns] | depth (start not counted)
max reg2reg | rptr[2] | memory[16][4] | 1.07 | 5
min in group asynchronous | rst | wrote | 0.74 | 2
min | rptr[0] | rptr[0] | 0.59 | 1
max | rptr[3] | full | 0.76 | 5
min reg2reg | rptr[0] | rptr[0] | 0.59 | 1
max in group asynchronous | rst | rptr[2] | 3.32 | 2
==> metal layers <==
metal,vias up,GRT usage (%)
met5,-,0
met4,0,9.38
met3,86,21.7
met2,543,51.3
met1,3625,54.6
li1,2986,-
==> metrics by stage <==
stage | setup WS [ns] | hold slack [ns]
6_report | 0.759 | 0.595
5_1_grt | 0.554 | 0.643
4_1_cts | 0.762 | 0.598
3_5_place_dp | 0.794 | 0.587
3_3_place_gp | 0.916 | 0.570
2_1_floorplan | 1.85 | 0.532
==> cells by family after synthesis <==
family	count (synthesis)	share of synthesized area, %
buffers and inverters	60	3.04
xor gates and xnor gates	11	0.848
and+or+nand+nor	196	8.83
muxes	41	4.21
adders and majority gates	12	1.32
DFF	275	72.2
AOI/OAI and AO/OA	140	9.53
==> sequential cells by signal (all words and copies together) (netlist names) <==
name / cells
wrote: 1
data_out: 8
memory: 256
rptr: 5
wptr: 5
==> power groups by stage <==
stage / Combinational, mW / Sequential, mW / Clock (mW)
CTS: 2.51 / 3.31 / 2.37
global route: 2.69 / 3.33 / 2.46
finish: 2.59 / 3.31 / 2.34
==> layout make-up <==
class | count | share of cell area (%)
clock buffers | 35 | 5.71
repair buffers | 47 | 3.28
flip-flops and latches | 275 | 64.4
multi-input cells | 400 | 22.1
clock inverters | 17 | 1.38
inverters | 14 | 0.412
well taps | 280 | 2.75
No activity file was given, so power comes from the tool's default toggle rates.
