==> flow/design.v <==
module memory #(
    parameter AWIDTH = 5,
    parameter DWIDTH = 8
) (
    input                  clk,
    input                  wr,
    input                  rd,
    input   [AWIDTH-1:0]   addr,
    inout   [DWIDTH-1:0]   data
);
    reg [DWIDTH-1 :0] mem [0:2**AWIDTH-1];
    always @(posedge clk) begin
        if(wr)
            mem[addr] <= data;
    end
    assign data= (rd)? mem[addr] : {DWIDTH{'bz}};
endmodule
==> flow/run.sh <==
#!/bin/bash
# OpenROAD 26Q1-2900-gdf79404cd8, Yosys 0.63+post, stock flow scripts
make -C /OpenROAD-flow-scripts/flow DESIGN_CONFIG=/design/flow/config.mk WORK_HOME=/design/flow/orfs finish
==> flow/config.mk <==
export PLATFORM = sky130hd
export DESIGN_NAME = memory
export DESIGN_NICKNAME = memory
export VERILOG_FILES = /design/flow/design.v
export SDC_FILE = /design/flow/constraint.sdc
export NUM_CORES = 4
export LEC_CHECK = 1
export CORE_UTILIZATION = 30
==> flow/constraint.sdc <==
current_design memory

set clk_period 2.8
set clk_io_pct 0.2

create_clock -name clk0 -period $clk_period [get_ports {clk}]

set non_clock_inputs [all_inputs -no_clocks]
set_input_delay [expr $clk_period * $clk_io_pct] -clock clk0 $non_clock_inputs
set_output_delay [expr $clk_period * $clk_io_pct] -clock clk0 [all_outputs]
==> flow_summary.toml <==
# physical design summary
[yosys]
postSynthSeqShare_pct = 76.5
ys_sh_aoi_pct = 4.05
ys.flops = 256
yosys.area_share.simple_pct = 4.93
yosys_cells = 568
mux_share_pct = 12.8
yosys_area_um2 = 10000
yosys.cell_types.count = 23
yosysWarnings = 2
fa_ha_area_share_pct = 0
netlist_instances = 568
synth.avg_cell_area_um2 = 17.7
logic_family = "multiplexers"
syn-cell-area_um2 = 10000
xor_share_pct = 0

[floorplan]
die_w_um = 185
row_count = 66
die_height_um = 185
fp_util_pct = 30.7
ios = 16

[run_status]
status = "aborted with a tool error"
haltStage = "clock tree synthesis (4_1_cts)"
error = "[error] [KeplerFormal.cpp:679] Workflow failed: Iso has multiple drivers: .data0, _541_.Y0"

[clock_tree]
cts_resized = 85
cts_made_buffers = 26
cts_setup_buffers = 15
htreeDepth = 1
cts_buffer_depth = 3
clock_sinks = 256
cts_root_buf = "clkbuf_16"
cts_hold_buf = 0

[place]
dp_cells = 1096
portBuffers = 6
pre_cts_slack_ns = -0.536
dp_hpwl_um = 14100
gp_congestion = 0.827
-- synth_stat cells (all sizes together) --
library cell / n / area [um^2]
o22ai: 64 / 407
mux2i: 128 / 1280
or4bb: 1 / 11.3
or4b: 4 / 40.0
nand4b: 4 / 35.0
nor2: 29 / 109
nor3: 4 / 20.0
nand3b: 4 / 30.0
clkbuf: 9 / 35.0
or4: 1 / 7.51
nand4bb: 5 / 56.3
nand3: 2 / 10.0
or3b: 3 / 26.3
edfxtp: 256 / 7690
or3: 1 / 6.26
nand2: 10 / 37.5
nor4: 16 / 100
buf: 26 / 140
nand4: 1 / 6.26
-- through the flow --
stage | instance area (um^2) | TNS, ns | power, mW
floorplan | 10000 | 0 | 4.56
global placement | 11500 | -67.47 | 5.05
detailed placement | 11500 | -66.86 | 4.83
-- cells by family after synthesis --
| group | after synthesis |
|---|---|
| flip-flops | 256 |
| multiplexers | 128 |
| AND/OR/NAND/NOR | 85 |
| AND-OR/OR-AND | 64 |
| buffers and inverters | 35 |
Power and IR drop assume default switching activity.
